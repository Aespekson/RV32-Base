**config.mk**
```make
export PLATFORM = sky130hd
export DESIGN_NAME = alu
export DESIGN_NICKNAME = alu
export VERILOG_FILES = /design/flow/design.v
export SDC_FILE = /design/flow/constraint.sdc
export NUM_CORES = 4
export LEC_CHECK = 1
export CORE_UTILIZATION = 40
```
**run.sh**
```bash
#!/bin/bash
# OpenROAD 26Q1-2900-gdf79404cd8, Yosys 0.63+post, stock flow scripts
make -C /OpenROAD-flow-scripts/flow DESIGN_CONFIG=/design/flow/config.mk WORK_HOME=/design/flow/orfs finish
```
**design.v**
```verilog
module alu (
    input wire [7:0] i_alu_op,
    input wire [31:0] i_a,
    input wire [31:0] i_b,
    output reg [31:0] o_c
);
    always @* begin
        case (i_alu_op)
            8'b00010001:    o_c = i_a + i_b;
            8'b00010010:    o_c = i_a - i_b;
            8'b00100001:    o_c = i_a&i_b;
            8'b00100010:     o_c = i_a|i_b;
            8'b00100011:    o_c = (i_a|i_b)&(~(i_a&i_b));
            8'b00110001:
            begin
                if(i_a<i_b) o_c = 1;
                else o_c = 0;
            end
            8'b00110011:    o_c = i_a << i_b[4:0];
            8'b00110100:    o_c = i_a >> i_b[4:0];
            8'b00110101:    o_c = $signed(i_a) >>> i_b[4:0];
            8'b00100100:    o_c = ~i_a;
            8'b00010011:
            begin
                logic [63:0] prod;
                prod = $signed(i_a) * $signed(i_b);
                o_c  = prod[31:0];
            end
            8'b00010100:
            begin
                if (i_b == 32'h0) o_c = 32'hffffffff;
                else if (i_a == 32'h80000000 && i_b == 32'hffffffff) o_c = 32'h80000000;
                else o_c = $signed(i_a) / $signed(i_b);
            end
            8'b00010101:
            begin
                if (i_b == 32'h0) o_c = i_a;
                else if (i_a == 32'h8000_0000 && i_b == 32'hffff_ffff) o_c = 32'h0;
                else o_c = $signed(i_a) % $signed(i_b);
            end
            default: o_c = 0;
        endcase
    end
endmodule
```
**constraint.sdc**
```tcl
current_design alu

set clk_period 465.4
set clk_io_pct 0.2

create_clock -name clk0 -period $clk_period

set non_clock_inputs [all_inputs -no_clocks]
set_input_delay [expr $clk_period * $clk_io_pct] -clock clk0 $non_clock_inputs
set_output_delay [expr $clk_period * $clk_io_pct] -clock clk0 [all_outputs]
```
==> results.txt <==
# DRC = 0
Power Density = 8.45 nW/um2
Internal Pwr Total = 188 uW
Via count = 69300
Core area = 148000 um2
Detailed-placement wirelength estimate = 263000 um
Power consumption = 542 uW
Fillcell total = 15400
GP Congestion = 1.19
Crit path required time = 372.32 ns
Critical path peak fanout = 43
Minimum clock period = 286.17 ns
Post-Syn Area = 59900 um2
Sequential Area = 0 um2
Busiest metal layer after global routing = met2
Synthesis area per yosys = 59900 um2
Final Hold Fails = 0
Synth Instances = 8715
Crit. End Element = output port
# clk buffers = 0
Vias in the first global route = 65100
Initial DRC Count = 8026
Met2 Use GR = 60.5%
Pin count of the biggest net entering global routing = 61
Netlist cell types = 120
First-pass GRT wire length = 466000 um
Synth-to-Final Area Change = 7.01%
Die Footprint = 151000 um2
Met1 GRT Util = 57.5%
Top cells, area = ha_1 (16%), fa_1 (14%), nand2_1 (6.9%), nor2_1 (6.3%), xnor2_1 (5.8%)
Switching share of power = 65.3%
CP endpoint = o_c[30]
Status = finished, final reports clean
P_sw = 354 uW
Top-level port count = 104
Placed Cells = 10600
DR vias/cell = 6.51
CP Class = in -> out
Setup crit start = i_b[0]
Synth Seq Share = 0%
Post-route ant nets = 0
Met3 Use GR = 14.2%
Post-CTS Resized = 0
MaxCap Viol Count = 0
Tally of OpenROAD warnings = 101
Final period utilization = 61.5%
Detailed Routing Iterations Pass 1 = 7
Starting Density = 40.4%
Synthesized area per cell = 6.88 um2
Crit-path max cell delay = 0.98 ns
Port bufs = 104
RSZ-0062 raised after global routing = no
Top cell area share = 16.3%
Hold Path Class = in -> out
Setup TNS Final = 0 ns
Cell type with the largest total area = ha_1
Post-Layout Cell Count = 10600
Crit path DAT = 193.09 ns
Tot GR Track Use = 43.4%
Leakage = 0.0295 uW
Setup Buffers After CTS = 0
GRT Residual Overflow = 0
Post-CTS Hold Buffers = 0
Slew margin rel. = 17.3%
Cell Rows = 141
Initial antenna violation count = 29
Routed wire length = 327000 um
Chip width = 389 um
Top cell by count, worst path = ha_1
Slew @ Worst Pin = 1.24 ns
Seq cells = 0
Slowest CP cell = a21oi_1
Post-DR wirelength/cell = 30.7 um
Max Freq = 0.00349 GHz
CP Launch Type = input pin
Max Slew Vio Count = 0
Setup Viol. Count Final = 0
Layout cells sized above 1 = 6.75%
Cells in synth_stat.txt = 8715
Die Y-Extent = 389 um
Max rail drop VDD = 0.0000349 V
Warnings, synthesis = 1
[critical path, delay by kind of cell]
kind                       cells  cell delay [ns]
and+or+nand+nor              122            34.10
muxes                          4             1.22
xor gates and xnor gates       2             0.28
buffers and inverters         28             6.90
adders and majority gates     33            11.01
AOI/OAI and AO/OA            152            46.10
[cell usage after synthesis (41+ instances only)]
library cell and count:
o21bai_1 72, or2_2 41, a221oi_1 51, xnor2_1 397, o21ai_0 491, ha_1 782, nor2b_1 57, nor2_1 1013
o21a_1 124, inv_1 748, nand2_1 1103, mux2i_1 106, buf_1 88, and2_1 50, a31oi_1 103, nor3_1 196
nand3_1 180, o211ai_1 80, o22ai_1 42, o221ai_1 53, mux2_2 51, and3_1 51, a211oi_1 79, xor2_1 175
nand4_1 102, clkbuf_1 279, o31ai_1 57, nand2b_1 71, nor4_1 43, a21o_1 178, or3_1 91, fa_1 411
a21oi_1 665
[cell usage in the layout (no fill, tap or decap), types with 50 or more instances in the layout]
cell	instances
and2_1	50
o31ai_1	57
nor2b_1	57
nor2_1	1007
xnor2_1	381
nand2b_1	71
xor2_1	175
a221oi_1	51
a21oi_1	664
a21o_1	178
a31oi_1	103
nand3_1	180
mux2_2	51
nor3_1	190
o21a_1	124
o221ai_1	53
o211ai_1	80
and3_1	51
ha_1	782
mux2i_1	105
nand2_1	1103
a211oi_1	77
inv_1	746
o21bai_1	72
buf_4	298
nand4_1	102
fa_1	411
or3_1	91
clkdlybuf4s50_1	88
o21ai_0	491
[metal layers]
layer / wire [um] / part of all wire [%] / up-vias
li1: - / - / 30800
met1: 127000 / 39 / 32900
met2: 130000 / 40 / 4488
met3: 41400 / 13 / 1082
met4: 27700 / 8.5 / 36
met5: 313 / 0.096 / -
[how the worst min path moves through the flow]
| stage | start | endpoint | slack (ns) | cells after the start |
|---|---|---|---|---|
| CTS | i_a[6] | o_c[6] | 187.39 | 5 |
| global route | i_a[6] | o_c[6] | 187.43 | 5 |
| finish | i_a[6] | o_c[6] | 187.41 | 5 |
[power groups by stage]
stage	clock [uW]	combinational, uW	sequential, uW
5_1_grt	0	578	0
4_1_cts	0	524	0
[stage by stage]
step	area, um2	hold WS (ns)	setup WS [ns]	utilization [%]
floorplan	59900	186.32	200.27	-
global placement	64100	187.39	183.44	43.2
detailed placement	64100	187.39	183.29	43.2
CTS	64100	187.39	182.91	43.2
global route	64100	187.43	175.05	43.2
finish	64100	187.41	179.23	43.3
[cells by family after synthesis]
kind of cell | Yosys count | share of synthesized area, %
and+or+nand+nor | 3132 | 23.8
AOI/OAI and AO/OA | 2474 | 27.3
adders and majority gates | 1193 | 30.1
buffers and inverters | 1183 | 7.64
xor gates and xnor gates | 572 | 8.36
muxes | 161 | 2.86
[final cells by class]
cell class                 count  area, um2  share of cell area (%)
multi-input combinational   7532      55600                    86.7
timing repair buffer         399       3180                    4.96
inverter                     771       2900                    4.52
tap                         1930       2410                    3.77
antenna                       14       35.0                  0.0546
Power figures rest on the tool's default switching activity, not on a simulated workload.
